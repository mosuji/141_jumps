[design/flow/run.sh]
#!/bin/bash
# OpenROAD 26Q1-2900-gdf79404cd8, Yosys 0.63+post, stock flow scripts
make -C /OpenROAD-flow-scripts/flow DESIGN_CONFIG=/design/flow/config.mk WORK_HOME=/design/flow/orfs finish
[design/flow/config.mk]
export PLATFORM = sky130hd
export DESIGN_NAME = register_file
export DESIGN_NICKNAME = register_file
export VERILOG_FILES = /design/flow/design.v
export SDC_FILE = /design/flow/constraint.sdc
export NUM_CORES = 4
export LEC_CHECK = 1
export CORE_AREA = 10 10 674 674
export DIE_AREA = 0 0 684 684
[design/flow/constraint.sdc]
current_design register_file

set clk_period 6.1
set clk_io_pct 0.2

create_clock -name clk0 -period $clk_period [get_ports {clk}]

set non_clock_inputs [all_inputs -no_clocks]
set_input_delay [expr $clk_period * $clk_io_pct] -clock clk0 $non_clock_inputs
set_output_delay [expr $clk_period * $clk_io_pct] -clock clk0 [all_outputs]
[design/flow/design.v]
`timescale 1ns/1ps
module decoder(enable, encoded, decoded);
parameter N = 1;
input enable;
input [(N-1):0] encoded;
output [(2**N-1):0] decoded;
genvar ii;
generate for(ii = 0; ii < 2**N; ii = ii + 1) begin : DECODER_AND_GATES
	assign decoded[ii] = enable & &(encoded ~^ ii);
end endgenerate
endmodule
module register(clk, rst, d, q, ena);
	parameter N = 32;
	input wire clk, rst, ena;
	input wire [N-1:0] d;
	output reg [N-1:0] q = 0;
	always @(posedge clk) begin
		if(rst) begin
			q <= 0;
		end
		else begin
			if (ena) begin
				q <= d;
			end
			else begin
				q <= q;
			end
		end
	end
endmodule
`default_nettype none
`timescale 1ns/1ps
module register_file(clk, rst, rd_addr0, rd_addr1, wr_addr, rd_data0, rd_data1, wr_data, wr_ena, full_register_file);
parameter N = 32;
input wire clk, rst;
input wire [4:0] rd_addr0, rd_addr1, wr_addr;
output reg [N-1:0] rd_data0, rd_data1;
input wire [N-1:0] wr_data;
input wire wr_ena;
reg [31:0] regfile [31:0];
always @(posedge clk) begin
end
wire [31:0] reg_enas;
decoder #(5) REGISTER_DECODER (.enable(wr_ena), .encoded(wr_addr), .decoded(reg_enas));
wire signed [N-1:0] r00, r01, r02, r03, r04, r05, r06, r07, r08, r09, r10, r11, r12, r13, r14, r15, r16, r17, r18, r19, r20, r21, r22, r23, r24, r25, r26, r27, r28, r29, r30, r31;
assign r00 = 0;  
register #(.N(N)) R01 (.clk(clk), .d(wr_data), .q(r01), .rst(rst), .ena(reg_enas[01]));
register #(.N(N)) R02 (.clk(clk), .d(wr_data), .q(r02), .rst(rst), .ena(reg_enas[02]));
register #(.N(N)) R03 (.clk(clk), .d(wr_data), .q(r03), .rst(rst), .ena(reg_enas[03]));
register #(.N(N)) R04 (.clk(clk), .d(wr_data), .q(r04), .rst(rst), .ena(reg_enas[04]));
register #(.N(N)) R05 (.clk(clk), .d(wr_data), .q(r05), .rst(rst), .ena(reg_enas[05]));
register #(.N(N)) R06 (.clk(clk), .d(wr_data), .q(r06), .rst(rst), .ena(reg_enas[06]));
register #(.N(N)) R07 (.clk(clk), .d(wr_data), .q(r07), .rst(rst), .ena(reg_enas[07]));
register #(.N(N)) R08 (.clk(clk), .d(wr_data), .q(r08), .rst(rst), .ena(reg_enas[08]));
register #(.N(N)) R09 (.clk(clk), .d(wr_data), .q(r09), .rst(rst), .ena(reg_enas[09]));
register #(.N(N)) R10 (.clk(clk), .d(wr_data), .q(r10), .rst(rst), .ena(reg_enas[10]));
register #(.N(N)) R11 (.clk(clk), .d(wr_data), .q(r11), .rst(rst), .ena(reg_enas[11]));
register #(.N(N)) R12 (.clk(clk), .d(wr_data), .q(r12), .rst(rst), .ena(reg_enas[12]));
register #(.N(N)) R13 (.clk(clk), .d(wr_data), .q(r13), .rst(rst), .ena(reg_enas[13]));
register #(.N(N)) R14 (.clk(clk), .d(wr_data), .q(r14), .rst(rst), .ena(reg_enas[14]));
register #(.N(N)) R15 (.clk(clk), .d(wr_data), .q(r15), .rst(rst), .ena(reg_enas[15]));
register #(.N(N)) R16 (.clk(clk), .d(wr_data), .q(r16), .rst(rst), .ena(reg_enas[16]));
register #(.N(N)) R17 (.clk(clk), .d(wr_data), .q(r17), .rst(rst), .ena(reg_enas[17]));
register #(.N(N)) R18 (.clk(clk), .d(wr_data), .q(r18), .rst(rst), .ena(reg_enas[18]));
register #(.N(N)) R19 (.clk(clk), .d(wr_data), .q(r19), .rst(rst), .ena(reg_enas[19]));
register #(.N(N)) R20 (.clk(clk), .d(wr_data), .q(r20), .rst(rst), .ena(reg_enas[20]));
register #(.N(N)) R21 (.clk(clk), .d(wr_data), .q(r21), .rst(rst), .ena(reg_enas[21]));
register #(.N(N)) R22 (.clk(clk), .d(wr_data), .q(r22), .rst(rst), .ena(reg_enas[22]));
register #(.N(N)) R23 (.clk(clk), .d(wr_data), .q(r23), .rst(rst), .ena(reg_enas[23]));
register #(.N(N)) R24 (.clk(clk), .d(wr_data), .q(r24), .rst(rst), .ena(reg_enas[24]));
register #(.N(N)) R25 (.clk(clk), .d(wr_data), .q(r25), .rst(rst), .ena(reg_enas[25]));
register #(.N(N)) R26 (.clk(clk), .d(wr_data), .q(r26), .rst(rst), .ena(reg_enas[26]));
register #(.N(N)) R27 (.clk(clk), .d(wr_data), .q(r27), .rst(rst), .ena(reg_enas[27]));
register #(.N(N)) R28 (.clk(clk), .d(wr_data), .q(r28), .rst(rst), .ena(reg_enas[28]));
register #(.N(N)) R29 (.clk(clk), .d(wr_data), .q(r29), .rst(rst), .ena(reg_enas[29]));
register #(.N(N)) R30 (.clk(clk), .d(wr_data), .q(r30), .rst(rst), .ena(reg_enas[30]));
register #(.N(N)) R31 (.clk(clk), .d(wr_data), .q(r31), .rst(rst), .ena(reg_enas[31]));
always @(*) begin
	case (rd_addr0) 
		5'd00 : rd_data0 = r00;
		5'd01 : rd_data0 = r01;
		5'd02 : rd_data0 = r02;
		5'd03 : rd_data0 = r03;
		5'd04 : rd_data0 = r04;
		5'd05 : rd_data0 = r05;
		5'd06 : rd_data0 = r06;
		5'd07 : rd_data0 = r07;
		5'd08 : rd_data0 = r08;
		5'd09 : rd_data0 = r09;
		5'd10 : rd_data0 = r10;
		5'd11 : rd_data0 = r11;
		5'd12 : rd_data0 = r12;
		5'd13 : rd_data0 = r13;
		5'd14 : rd_data0 = r14;
		5'd15 : rd_data0 = r15;
		5'd16 : rd_data0 = r16;
		5'd17 : rd_data0 = r17;
		5'd18 : rd_data0 = r18;
		5'd19 : rd_data0 = r19;
		5'd20 : rd_data0 = r20;
		5'd21 : rd_data0 = r21;
		5'd22 : rd_data0 = r22;
		5'd23 : rd_data0 = r23;
		5'd24 : rd_data0 = r24;
		5'd25 : rd_data0 = r25;
		5'd26 : rd_data0 = r26;
		5'd27 : rd_data0 = r27;
		5'd28 : rd_data0 = r28;
		5'd29 : rd_data0 = r29;
		5'd30 : rd_data0 = r30;
		5'd31 : rd_data0 = r31;
		default: rd_data0 = 0;
	endcase
	case (rd_addr1)
		5'd00 : rd_data1 = r00;
		5'd01 : rd_data1 = r01;
		5'd02 : rd_data1 = r02;
		5'd03 : rd_data1 = r03;
		5'd04 : rd_data1 = r04;
		5'd05 : rd_data1 = r05;
		5'd06 : rd_data1 = r06;
		5'd07 : rd_data1 = r07;
		5'd08 : rd_data1 = r08;
		5'd09 : rd_data1 = r09;
		5'd10 : rd_data1 = r10;
		5'd11 : rd_data1 = r11;
		5'd12 : rd_data1 = r12;
		5'd13 : rd_data1 = r13;
		5'd14 : rd_data1 = r14;
		5'd15 : rd_data1 = r15;
		5'd16 : rd_data1 = r16;
		5'd17 : rd_data1 = r17;
		5'd18 : rd_data1 = r18;
		5'd19 : rd_data1 = r19;
		5'd20 : rd_data1 = r20;
		5'd21 : rd_data1 = r21;
		5'd22 : rd_data1 = r22;
		5'd23 : rd_data1 = r23;
		5'd24 : rd_data1 = r24;
		5'd25 : rd_data1 = r25;
		5'd26 : rd_data1 = r26;
		5'd27 : rd_data1 = r27;
		5'd28 : rd_data1 = r28;
		5'd29 : rd_data1 = r29;
		5'd30 : rd_data1 = r30;
		5'd31 : rd_data1 = r31;
		default: rd_data1 = 0;
	endcase
end
output wire [32*32-1:0] full_register_file;
assign full_register_file = {r31,r30,r29,r28,r27,r26,r25,r24,r23,r22,r21,r20,r19,r18,r17,r16,r15,r14,r13,r12,r11,r10,r09,r08,r07,r06,r05,r04,r03,r02,r01,r00};
task print_hex;
begin
	$display("r00::   $zero::%h",r00);
	$display("r01::     $at::%h",r01);
	$display("r02::     $v0::%h",r02);
	$display("r03::     $v1::%h",r03);
	$display("r04::     $a0::%h",r04);
	$display("r05::     $a1::%h",r05);
	$display("r06::     $a2::%h",r06);
	$display("r07::     $a3::%h",r07);
	$display("r08::     $t0::%h",r08);
	$display("r09::     $t1::%h",r09);
	$display("r10::     $t2::%h",r10);
	$display("r11::     $t3::%h",r11);
	$display("r12::     $t4::%h",r12);
	$display("r13::     $t5::%h",r13);
	$display("r14::     $t6::%h",r14);
	$display("r15::     $t7::%h",r15);
	$display("r16::     $s0::%h",r16);
	$display("r17::     $s1::%h",r17);
	$display("r18::     $s2::%h",r18);
	$display("r19::     $s3::%h",r19);
	$display("r20::     $s4::%h",r20);
	$display("r21::     $s5::%h",r21);
	$display("r22::     $s6::%h",r22);
	$display("r23::     $s7::%h",r23);
	$display("r24::     $t8::%h",r24);
	$display("r25::     $t9::%h",r25);
	$display("r26::     $k0::%h",r26);
	$display("r27::     $k1::%h",r27);
	$display("r28::     $gp::%h",r28);
	$display("r29::     $sp::%h",r29);
	$display("r30::     $fp::%h",r30);
	$display("r31::     $ra::%h",r31);
end
endtask
task print_decimal;
begin
	$display("r00::   $zero::%d",r00);
	$display("r01::     $at::%d",r01);
	$display("r02::     $v0::%d",r02);
	$display("r03::     $v1::%d",r03);
	$display("r04::     $a0::%d",r04);
	$display("r05::     $a1::%d",r05);
	$display("r06::     $a2::%d",r06);
	$display("r07::     $a3::%d",r07);
	$display("r08::     $t0::%d",r08);
	$display("r09::     $t1::%d",r09);
	$display("r10::     $t2::%d",r10);
	$display("r11::     $t3::%d",r11);
	$display("r12::     $t4::%d",r12);
	$display("r13::     $t5::%d",r13);
	$display("r14::     $t6::%d",r14);
	$display("r15::     $t7::%d",r15);
	$display("r16::     $s0::%d",r16);
	$display("r17::     $s1::%d",r17);
	$display("r18::     $s2::%d",r18);
	$display("r19::     $s3::%d",r19);
	$display("r20::     $s4::%d",r20);
	$display("r21::     $s5::%d",r21);
	$display("r22::     $s6::%d",r22);
	$display("r23::     $s7::%d",r23);
	$display("r24::     $t8::%d",r24);
	$display("r25::     $t9::%d",r25);
	$display("r26::     $k0::%d",r26);
	$display("r27::     $k1::%d",r27);
	$display("r28::     $gp::%d",r28);
	$display("r29::     $sp::%d",r29);
	$display("r30::     $fp::%d",r30);
	$display("r31::     $ra::%d",r31);
end
endtask
endmodule
`default_nettype wire
==> flow_summary.yaml <==
# physical design summary
power_and_ir_drop:
  net-switching-power_mw: 4.59
  combinationalPowerShare: 0.095
  p_leak_nw: 22.6
  irDropWorstVdd_v: 0.000241
  sw_frac_of_total: 0.296
  power_frac_clock: 0.477
  totalPowerFinal_mw: 15.5
  pwr_density_cell_nw_per_um2: 214
  internal_power_mw: 10.9
  power_frac_seq: 0.428
layout:
  layout_top_cell_excl_fill_tap: "sky130_fd_sc_hd__nand2_1"
  layout-drive-gt1-share: 0.105
  area_growth_synth_to_finish_pct: 49.4
  utilization: 0.165
  most-common-layout-cells: "2089 x sky130_fd_sc_hd__nand2_1, 1086 x sky130_fd_sc_hd__clkdlybuf4s50_1, 1011 x sky130_fd_sc_hd__a21oi_1, 992 x sky130_fd_sc_hd__dfxtp_1, 520 x sky130_fd_sc_hd__a22oi_1"
final_timing:
  final.setup_skew_ps: 0
  final_period_minus_worst_setup_slack_ps: 6030
  final-hold-violation-count: 0
  min_period_over_period: 0.988
  slew-limit-headroom: 0.210
  setup_total_negative_slack_ps: 0
  setup_repair_after_global_routing_missed_its_margin: "false"
  worst_pin_slew_ps: 1180
  achievable-frequency_ghz: 0.166
  timing.final.max_slew_violations: 0
  setup_viol_count_final: 0
  layout_setup_ws_ps: 73.5
detailed_routing:
  route.detailed.vias_per_inst: 4.81
  via_count: 65200
  drt_drc_violations_left: 0
  route.antenna.remaining_nets: 0
  firstDrtPassIters: 10
  wl_per_cell_um: 44.5
  drtIter0Drc: 10400
  routed_wl_um: 602000
floorplanning:
  floorplan.die_area_um2: 468000
  chip_width_um: 684
  coreArea_um2: 439000
  die_h_um: 684
  initial_utilization: 0.111
  fp-row-count: 243
  i_o_pins: 1138
setup_path:
  critical_path_arrival_ps: 4810
  cp_data_required_time_ps: 4880
  worst_setup_path_start_kind: "primary input"
  worst_setup_path_end_kind: "output port"
  crit_path_max_fanout: 24
  timing_worst_setup_path_type: "in -> out"
clock_network:
  cts_tree: "yes"
  numCtsBuffers: 107
  cell_resize_tally_after_clock_tree_synthesis: 0
  cts_max_level: 3
  worst_setup_hold_path_clk_slew_ps: 60
  buffers_inserted_during_post_cts_setup_optimization: 0
  cts.hold.buffers_added: 0
  clock-root-buffer: "sky130_fd_sc_hd__clkbuf_16"
  clkLatencyLatePin_ps: 810
  ctsLongestPathBuffers: 3
  cts.sink_count: 992
run:
  openroad.warnings: 50
  cap_viol_max_count: 0
grt:
  grt_remaining_overflow: 0
  grt_antenna_before_repair: 96
  first_global_vias: 58300
  groute.usage.overall: 0.249
  grt_max_degree: 159
  grt_pass1_wl_um: 737000
hold_path:
  hp-class: "reg -> reg"
logic_synthesis:
  synth_async_sr_flop_share: 0
  synthDominantAreaCellType: "sky130_fd_sc_hd__dfxtp_1"
  seq_area_frac_synth: 0.409
  synth.top_cell.area_share: 0.409
  ys_chip_area_um2: 48500
  synth.avg_cell_area_um2: 7.36
  synth-edff-count: 0
  netlist_instances: 6590
  synth_warnings: 2
  postSynthRegisterBits: 992
  flop_cell: "sky130_fd_sc_hd__dfxtp_1"
  topCellsByArea: "sky130_fd_sc_hd__dfxtp_1 41%, sky130_fd_sc_hd__nand2_1 16%, sky130_fd_sc_hd__a21oi_1 10%"
  synthesis.area_um2: 48500
  yosys-stat-cells: 6590
  synth_cell_type_count: 65
place:
  dp_hpwl_um: 453000
  routabilityCongestion: 1.01
  dp_slack_ps: 61.8
  port_buffers: 1105
run_status:
  outcome: "finished clean"
==> metrics by stage <==
stage / std cells / hold WS [ps] / area (um^2)
2_1_floorplan: 6621 / 440 / 48700
3_3_place_gp: 13300 / 478 / 68500
3_5_place_dp: 13300 / 482 / 68500
4_1_cts: 13500 / 492 / 72300
5_1_grt: 13500 / 508 / 72400
6_report: 13500 / 493 / 72500
==> worst max-delay path: stages <==
cell	delay, ps
sky130_fd_sc_hd__clkdlybuf4s50_1	460
sky130_fd_sc_hd__buf_12	180
sky130_fd_sc_hd__nand3b_1	270
sky130_fd_sc_hd__nor3_2	850
sky130_fd_sc_hd__buf_4	560
sky130_fd_sc_hd__a22oi_1	170
sky130_fd_sc_hd__nand3_1	140
sky130_fd_sc_hd__or4_1	250
sky130_fd_sc_hd__buf_4	160
sky130_fd_sc_hd__clkdlybuf4s50_1	460
==> power groups by stage <==
stage         Combinational [mW]  Sequential (mW)  Clock [mW]
CTS                         1.39             6.63        7.40
global route                1.43             6.63        7.60
finish                      1.47             6.64        7.39
==> path summary, 6_finish.rpt <==
path                          startpoint                     end  slack (ps)  depth (start not counted)
setup / recovery             rd_addr1[0]            rd_data1[10]          70                         10
hold / removal    R06.q[10]$_SDFFE_PP0P_  R06.q[10]$_SDFFE_PP0P_         490                          2
setup reg to reg  R09.q[22]$_SDFFE_PP0P_  R09.q[22]$_SDFFE_PP0P_        4920                          2
hold reg to reg   R06.q[10]$_SDFFE_PP0P_  R06.q[10]$_SDFFE_PP0P_         490                          2
==> cell families after synthesis <==
kind of cell    count (synthesis)  share of synthesized area
compound gates               1890                      0.246
simple gates                 2882                      0.257
mux                           124                     0.0285
other cells                     1                  0.0000773
buf+inv                       701                     0.0595
flops                         992                      0.409
==> cell type report <==
class / instances / area, um^2
fillers: 49200 / 366000
multi-input cells: 4928 / 26900
flip-flops and latches: 992 / 19900
repair buffers: 1472 / 14500
well taps: 5880 / 7360
clock buffers: 141 / 2940
clock inverters: 61 / 870
diodes: 60 / 150
inverters: 4 / 15.0
==> synth_stat cells (all sizes together), types with 4 or more instances <==
master   number
or3           6
nor2b        18
o211ai       19
o22ai         7
nand3       183
a22o         95
nand3b       14
nand2b       14
and3        143
a31oi         8
nand4       131
mux4          5
nor4          5
a32oi        42
or2           5
or4          46
nand2      2110
clkbuf      571
a22oi       520
buf         126
and4         19
o2bb2ai      11
nor2         97
and3b         5
o2111ai       6
inv           4
and2         24
a21oi      1011
nor3b        26
dfxtp       992
a222oi       20
nor3         23
o21ai        56
a221oi       22
mux2i        63
mux2         56
a32o          5
a2111oi      56
==> metal layers <==
metal	vias up	global-route usage	part of all wire	routed length, um
met3	1976	0.130	0.14	84000
met2	6174	0.357	0.41	247000
met1	31800	0.273	0.34	205000
met4	26	0.203	0.11	66200
li1	25200	-	-	-
met5	-	0.00263	0.00032	192
No activity file was given, so power comes from the tool's default toggle rates.
