### design/flow/config.mk
export PLATFORM = sky130hd
export DESIGN_NAME = touchpad_controller
export DESIGN_NICKNAME = touchpad_controller
export VERILOG_FILES = /design/flow/design.v
export SDC_FILE = /design/flow/constraint.sdc
export NUM_CORES = 4
export LEC_CHECK = 1
export CORE_UTILIZATION = 40
### design/flow/constraint.sdc
current_design touchpad_controller

set clk_period 11.9
set clk_io_pct 0.2

create_clock -name clk0 -period $clk_period [get_ports {cclk}]

set non_clock_inputs [all_inputs -no_clocks]
set_input_delay [expr $clk_period * $clk_io_pct] -clock clk0 $non_clock_inputs
set_output_delay [expr $clk_period * $clk_io_pct] -clock clk0 [all_outputs]
### design/flow/design.v
module averager(
	cclk, rstb, ena,
	raw,
	averaged
);
parameter N = 8;
parameter M = 2;
input cclk, rstb, ena;
input  [(N-1):0] raw;
output reg [(N-1):0] averaged;
reg [(N+M-1):0] sum;
reg [M-1:0] counter;
always @(posedge cclk) begin
	if(~rstb) begin
		sum <= 0;
		counter <= 0;
		averaged <= 0;
	end
	else begin
		if(ena) begin
			sum <= sum + raw;
			counter <= counter + 1;
			if(counter == 0) begin
				averaged <= sum >> M;
				sum <= 0;
			end
		end
	end
end
endmodule
`timescale 1ns / 1ps
`default_nettype none
module touchpad_controller(
	input wire cclk, rstb,
	input wire touch_busy,data_in,
	output reg touch_clk, data_out,
	output reg touch_csb,
	output reg [8:0] x,y,z
);
reg [4:0] clk_div_counter;
reg [1:0] channel;
reg touch_tx_done, touch_rx_done;
reg [11:0] x_raw, y_raw, z_raw, incoming_data;
wire [8:0] x_filtered, y_filtered, z_filtered;
wire [8:0] x_prefilter, y_prefilter, z_prefilter;
wire x_raw_changed, y_raw_changed, z_raw_changed;
wire [11:0] x_adj;
wire [11:0] y_adj;
wire [11:0] x_scaled, y_scaled;
reg [8:0] state, tx_count, rx_count;
assign x_raw_changed = (state == 5) & (channel == 2'b00) & &channel_switch_count;
assign y_raw_changed = (state == 5) & (channel == 2'b01) & &channel_switch_count;
assign z_raw_changed = (state == 5) & (channel == 2'b10) & &channel_switch_count;
assign x_adj = (x_raw > 12'h096) ? x_raw - 12'h096 : 12'h0;
assign y_adj = (y_raw > 12'h12C) ? y_raw - 12'h12C : 12'h0;
assign x_scaled = (x_adj>>3);
assign y_scaled = (y_adj>>4) + (y_adj>>6);
assign x_prefilter = (x_scaled[8:0] > 9'd479) ? 9'd479 : x_scaled[8:0];
assign y_prefilter = (y_scaled[8:0] > 9'd272) ? 9'd272 : y_scaled[8:0];
assign z_prefilter = z_raw[11:3];
averager #(.N(9), .M(8)) FILTER_X (.raw(x_prefilter), .averaged(x_filtered), .ena(x_raw_changed), .cclk(cclk), .rstb(rstb));
averager #(.N(9), .M(8)) FILTER_Y (.raw(y_prefilter), .averaged(y_filtered), .ena(y_raw_changed), .cclk(cclk), .rstb(rstb));
averager #(.N(9), .M(8)) FILTER_Z (.raw(z_prefilter), .averaged(z_filtered), .ena(z_raw_changed), .cclk(cclk), .rstb(rstb));
always @(*) begin
	x = x_filtered;
	y = y_filtered;
end
wire [7:0] tx_message;
assign tx_message[0] = 1'b1;  
assign tx_message[1] = (channel == 2'b00);  
assign tx_message[2] = (channel == 2'b10);  
assign tx_message[3] = 1'b1;  
assign tx_message[4] = 1'b0;
assign tx_message[5] = 1'b0;
assign tx_message[6] = 1'b1;
assign tx_message[7] = 1'b1;
reg [2:0] channel_switch_count;
always @(posedge cclk) begin
	if(~rstb) begin
		clk_div_counter <= 0;
		channel <= 2'b00;
		touch_tx_done <= 0;
		touch_rx_done <= 0;
		x_raw <= 0;
		y_raw <= 0;
		z_raw <= 0;
		incoming_data <= 0;
		touch_clk <= 0;
		state <= 0;
		tx_count <= 0;
		rx_count <= 0;
		data_out <= 0;
		channel_switch_count <= 0;
		touch_csb <= 1;
	end
	else begin
		touch_csb <= 0;
		if(clk_div_counter != (25-1)) begin
			clk_div_counter <= clk_div_counter + 6'd1;
		end
		else begin
			clk_div_counter <= 0;
			touch_clk <= ~touch_clk;
			if(touch_clk) begin   
				if((state == 2) && (tx_count <= 9'd7)) begin
					tx_count <= tx_count + 1;
					data_out <= tx_message[tx_count];
				end
				else begin
					tx_count <= 0;
					data_out <= 0;
				end
				case (state)
					0   : state <= 2;
					2   : state <= (tx_count <= 9'd7 ) ? 2 : 4;
				endcase
			end
			if(~touch_clk) begin  
				if(state == 4) begin
					if(~touch_busy) begin
						rx_count <= rx_count + 1;
						incoming_data[11-rx_count] <= data_in;
					end
				end
				else begin
					rx_count <= 0;
				end
				if(state == 5) begin
					channel_switch_count <= channel_switch_count + 3'd1;
					if(&channel_switch_count) begin
						case(channel)
							2'b00 : x_raw <= incoming_data;
							2'b01 : y_raw <= incoming_data;
							2'b10 : z_raw <= incoming_data;
						endcase
						case(channel)
							2'b00 : channel <= 2'b01;
							2'b01 : channel <= 2'b10;
							default       : channel <= 2'b00;
						endcase 
					end
				end
				case (state)
					4   : state <= (rx_count <= 11) ? 4 : 5;
					5 : state <= 0;
				endcase
			end
		end
	end
end
endmodule
`default_nettype wire
### design/flow/run.sh
#!/bin/bash
# OpenROAD 26Q1-2900-gdf79404cd8, Yosys 0.63+post, stock flow scripts
make -C /OpenROAD-flow-scripts/flow DESIGN_CONFIG=/design/flow/config.mk WORK_HOME=/design/flow/orfs finish
==> metrics.cfg <==
[logic_synthesis]
synth-edff-count = 0
ys_cells = 907
flop_cell = dfxtp_1
syn_inst = 907
synth_chip_area_um2 = 7670
top_cell_area_share_pct = 36.6
synthArstFlopShare_pct = 0
avgSynthCellArea_um2 = 8.45
ys_seq_share_pct = 36.6
ys_warn_count = 11
ys_seq_elements = 140
top_area_cell = dfxtp_1
synth_cell_types = 67
synth_area_um2 = 7670
topCellsByArea = dfxtp_1 (37%), ha_1 (7.3%), nor2_1 (6.9%)

[power_and_ir_drop]
vdd_drop_max_mv = 0.0964
p_int_uw = 853
switching_share_pct = 20.4
pwr_density_cell_nw_per_um2 = 123
p_switching_uw = 219
power_frac_seq_pct = 43.9
clockPowerShare_pct = 54.8
power_frac_comb_pct = 1.3
p_leak_uw = 0.00365

[flow_run]
maxCapViolations = 0
tool_warnings = 30

[final_layout]
instances_no_fill = 1166
layout-drive-gt1-share_pct = 5.26
nFillCells = 1806
syn_to_final_growth_pct = 13.4
fin_util_pct = 46.3

[status]
status = finished clean

[floorplanning]
fp.coreArea_um2 = 18800
chipArea_um2 = 19700
dieHeight_um = 140
pin_count = 34
fp_util_pct = 40.8
die_x_um = 140
fp-row-count = 50

[setup_path]
ff2ff_setup_slack_ns = 6.89
required_ns = 12.21
crit_path_end_kind = flop
critPathLaunch = y_raw[0]$_SDFFE_PN0P_
reg2reg_depth = 23
arrival_ns = 5.32
crit_type = reg2reg
r2r-end = FILTER_Y.sum[14]$_SDFFE_PN0P_
timing.rr.start = y_raw[0]$_SDFFE_PN0P_
cp-start-kind = flop
critPathMaxFanout = 7

[clocking]
ctsResizeCount = 0
cts_setup_buffers = 0
cts_tree = done
cts_made_buffers = 17
insertion_delay_ns = 0.42
htree_levels = 4
cts_root_buf = clkbuf_16
clock-sinks = 140
postCtsHoldBufs = 0
cts_max_path_buffers = 2
path_clk_slew_ns = 0.06

[sta]
final_hold_viol_count = 0
setup_viol = 0
worst_pin_slew_ns = 0.935
rsz0062_at_grt = no
maxSlewViolCount = 0
slew_headroom_pct = 37.2
finalClockSkew_ns = 0.00875
fin_setup_tns_ns = 0
period_needed_ns = 5.01
max_freq_mhz = 200
fin_crit_sh_pct = 42.1
hold_ws_ns = 0.464

[global_route]
grt_usage_pct = 16.7
grt_overflow = 0
grt_pass1_wl_um = 27000
grt_max_degree = 59
grt_antenna_before_repair = 0
grt_pass1_vias = 5739

[placement]
port_buffers = 24
dp.cells = 1134
place.detailed.hpwl_um = 10500
place_congestion = 0.851

[drt]
dr.pass1.iters = 4
drc = 0
drt_iter0_markers = 316
drtAntennaViolNets = 0
wl_per_cell_um = 13.0
vias = 6069
n_antenna_cell = 0
wirelength_um = 15200
viasPerCell = 5.20

[min_path]
hold_path.startpoint = channel_switch_count[1]$_SDFFE_PN0P_
hold_class = reg2reg
hold_depth = 2
hold_end = channel_switch_count[1]$_SDFFE_PN0P_

-- kinds of logic (layout without fill, tap and decap cells) --
logic type / Yosys count / in the layout / synth area share (%)
simple gates: 382 / 382 / 24.5
compound gates: 155 / 155 / 13.0
flops: 140 / 140 / 36.6
xor+xnor: 72 / 72 / 8.23
buf+inv: 66 / 83 / 3.95
fa+ha+maj: 48 / 48 / 8.13
mux: 43 / 43 / 5.61
other cells: 1 / 9 / 0.0489
-- state kept, by name (all words and copies together) (netlist names), 12 cells and up --
name / count
y_raw: 12
incoming_data: 12
FILTER_X.sum: 17
FILTER_Y.sum: 17
x_raw: 12
-- layer usage --
metal	wire length, um	GRT usage [%]	share of wire, %
met1	8060	25.7	53
met2	6560	26.1	43
met3	454	2.89	3.0
met4	97	1.62	0.64
met5	0	0	0
-- Yosys cell counts, drive strengths merged (6+ instances only) --
library cell	count
ha	45
o21a	9
clkbuf	18
xor2	51
a21oi	51
or3	6
buf	23
nor2b	13
nor4	8
a22oi	11
o211ai	6
and2	11
xnor2	21
nor2	141
mux2i	43
nand3	46
dfxtp	140
inv	25
and3	17
nand4	15
nand2b	9
nand2	78
nor3	15
a21o	7
o21ai	32
-- worst max-delay path by stage --
stage	endpoint	cells after the start
after CTS	FILTER_Y.sum[14]$_SDFFE_PN0P_	23
after global routing	FILTER_Y.sum[16]$_SDFFE_PN0P_	23
final	FILTER_Y.sum[14]$_SDFFE_PN0P_	23
-- cell type report --
cell class	count	area, um2	share of cell area (%)
Clock buffer	19	443	5.10
Multi-Input combinational cell	709	4590	52.8
Sequential cell	140	2800	32.2
Tap cell	234	293	3.37
Clock inverter	13	213	2.45
Inverter	25	93.8	1.08
Timing Repair Buffer	26	255	2.94
-- per-stage QoR --
| step | cell area, um2 | total power (uW) | setup slack [ns] |
|---|---|---|---|
| floorplan | 7700 | 491 | 7.42 |
| global placement | 8040 | 495 | 7.05 |
| detailed placement | 8040 | 495 | 6.98 |
| CTS | 8690 | 1090 | 6.93 |
| global route | 8690 | 1110 | 6.39 |
| finish | 8690 | 1070 | 6.89 |
-- layout by cell type (no fill, tap or decap), types with 13 or more instances in the layout --
cell type	n
inv_1	24
o21ai_0	31
xnor2_1	21
nand2_1	78
nor3_1	14
nor2_1	141
dfxtp_1	140
a21oi_1	51
nand4_1	13
nand3_1	46
and3_1	17
nor2b_1	13
mux2i_1	43
clkdlybuf4s50_1	24
ha_1	45
clkbuf_16	17
xor2_1	51
-- power by group through the flow --
stage | clock network (uW) | logic (uW) | registers [uW]
6_report | 587 | 13.5 | 471
4_1_cts | 605 | 13.8 | 470
5_1_grt | 623 | 15.2 | 470
-- worst max-delay path, stage by stage, from the launching register on --
cell and delay [ns]:
dfxtp_1 0.31, o211a_1 0.22, o21ai_0 0.14, nand2_1 0.07, a21boi_1 0.40, or2_2 0.23, inv_1 0.06, ha_1 0.29
a21o_1 0.15, a21o_1 0.20, a211oi_1 0.28, o21ai_0 0.22, xor2_1 0.20, a31oi_1 0.29, nor2b_1 0.09, ha_1 0.22
fa_1 0.41, a21o_1 0.17, a21oi_1 0.23, o21a_1 0.16, o21ai_0 0.20, nand4_1 0.18, xor2_1 0.15, nor2_1 0.05
Power and IR drop assume default switching activity.
